**config.mk**
```make
export PLATFORM = sky130hd
export DESIGN_NAME = single_port_ram
export DESIGN_NICKNAME = single_port_ram
export VERILOG_FILES = /design/flow/design.v
export SDC_FILE = /design/flow/constraint.sdc
export NUM_CORES = 4
export LEC_CHECK = 1
export CORE_UTILIZATION = 50
```
**constraint.sdc**
```tcl
current_design single_port_ram

set clk_period 3.0
set clk_io_pct 0.2

create_clock -name clk0 -period $clk_period [get_ports {clk}]

set non_clock_inputs [all_inputs -no_clocks]
set_input_delay [expr $clk_period * $clk_io_pct] -clock clk0 $non_clock_inputs
set_output_delay [expr $clk_period * $clk_io_pct] -clock clk0 [all_outputs]
```
**design.v**
```verilog
module GDP(Sum, start, restart, clk, n1, n2, done, state_out);
	input start, clk, restart;
	input [7:0] n1, n2;
	output [7:0] Sum;
	output [2:0] state_out;
	output done;
	wire WE, RAE, RBE, OE, nEqZero, aeqb, agtb, bgta;
	wire [1:0] WA, RAA, RBA, SH, IE;
	wire [2:0] ALU;
	wire [2:0] state;
	CU control (IE, WE, WA, RAE, RAA, RBE, RBA, ALU, SH, OE, ~start, clk, ~restart, nEqZero, aeqb, agtb, bgta, state);
	DP datapath (nEqZero, aeqb, agtb, bgta, Sum, n1, n2, clk, IE, WE, WA, RAE, RAA, RBE, RBA, ALU, SH, OE);
	assign done=OE;
	assign state_out = state;
endmodule
module CU (IE, WE, WA, RAE, RAA, RBE, RBA, ALU, SH, OE, start, clk, restart, nEqZero, aeqb, agtb, bgta, s_out);
	input start, clk, restart;
	output WE, RAE, RBE, OE;
	output [1:0] WA, RAA, RBA, SH, IE;
	output [2:0] ALU;
	output [2:0] s_out;
	input wire nEqZero, aeqb, agtb, bgta;
	reg [2:0] state;
	reg [2:0] nextstate;
	parameter S0 = 3'b000;
	parameter S1 = 3'b001;
	parameter S2 = 3'b010;
	parameter S3 = 3'b011;
	parameter S4 = 3'b100;
	parameter S5 = 3'b101;
	parameter S6 = 3'b110;
	initial begin
		state = S0;
	end
	always @ (posedge clk)
	begin
		state <= nextstate;
	end
	always @ (*) begin
		case (state)
			S0: if (start) nextstate = S1;
				else	    nextstate = S0;
			S1: nextstate = S5;
			S2: nextstate = S5;
			S3: nextstate = S5;
			S4: if (restart) nextstate=S0;			
				else nextstate = S4;
			S5: if (aeqb) nextstate = S4;
				else if (agtb) nextstate = S2;
				else nextstate = S3;
			default: nextstate = S0;
		endcase	
	end
	assign IE[1] = (state==S1);
	assign IE[0] = (state==S0);
	assign WE = ~ (state==S4);
	assign WA[1] = 0;
	assign WA[0] = (state==S1 || state==S3);
	assign RAE = ~(state == S0);
	assign RAA[1] = 0;
	assign RAA[0] = state==S3;
	assign RBE = (state==S3 || state==S2 || state==S5);
	assign RBA[1] = 0;
	assign RBA[0] = (state==S1 || state== S2 || state==S5);
	assign ALU[2] = (state==S2 || state==S3);
	assign ALU[1] = 0;
	assign ALU[0] = (state==S2 || state==S3);
	assign SH[1] = 0;
	assign SH[0] = 0;
	assign OE = state==S4;
	assign s_out = state;
endmodule
module DP (nEqZero, aeqb, agtb, bgta, sum, nIn1, nIn2, clk, IE, WE, WA, RAE, RAA, RBE, RBA, ALU, SH, OE);
	input clk, WE, RAE, RBE, OE;
	input [1:0] IE;
	input [1:0] WA, RAA, RBA, SH;
	input [2:0] ALU;
	input [7:0] nIn1, nIn2;
	output nEqZero, aeqb, agtb, bgta;
	output wire [7:0] sum;
	reg [7:0] rfIn;
	wire [7:0] RFa, RFb, aluOut, shOut, n;
	initial begin
		rfIn = 0;
	end
	always @ (*)
		rfIn = 0;
	mux8 muxs (n, shOut, nIn1, nIn2, IE);
	Regfile RF (clk, RAA, RFa, RBA, RFb, WE, WA, rfIn, RAE, RBE);
	alu theALU (aluOut, RFa, RFb, ALU);
	shifter SHIFT (shOut, aluOut, SH);
	buff buffer1 (sum, shOut, OE);
	assign nEqZero = n==0;
	assign aeqb = (RFa == RFb);
	assign agtb = (RFa > RFb);
	assign bgta = (RFb > RFa);
endmodule
module alu(out, a, b, sel);
	input [7:0] a, b;
	input [2:0] sel;
	output [7:0] out;
	reg [7:0] out;
	always @ (*)
	begin 
		case (sel)
			3'b000: out = a;
			3'b001: out = a&b;
			3'b010: out = a|b;
			3'b011: out = !a;
			3'b100: out = a+b;
			3'b101: out = a-b;
			3'b110: out = a+1;
			3'b111: out = a-1;
		endcase
	end
endmodule
module buff(output reg[7:0] result, input[7:0] a, input buf1);
	always @(*)
		if (buf1==1)
			result = a;
		else
			result=8'bzzzz_zzzz;
endmodule
module mux8(result, a,b,c, sel);
	output reg[7:0] result;
	input [7:0] a, b, c;
	input [1:0] sel;
	always @(*)
		if (sel==3'b00)
			result = a;
		else if (sel==3'b01)
			result = b;
		else	
			result = c;
endmodule
module Regfile(clk, RAA, ReadA, RBA, ReadB, WE, WA, INPUT_D, RAE, RBE);
	input clk,WE, RAE, RBE;
	input [1:0] RAA, RBA, WA;
	input[7:0] INPUT_D;
	output[7:0] ReadA, ReadB;
	reg[7:0] REG_F[0:3];   
	always @ (posedge clk) begin
		if (WE==1) REG_F[WA] <= INPUT_D;
	end
	assign ReadA = (RAE)?REG_F[RAA] : 0;
	assign ReadB = (RBE)? REG_F[RBA] : 0;
endmodule
module shifter(out, a, sh);
	input [7:0] a;
	input [1:0] sh;
	output reg [7:0] out;
	always @ (*) 
	begin
		case(sh)
			3'b00: out = a;
			3'b01: out = a << 1;
			3'b10: out = a >> 1;
			3'b11: out = {a[6],a[5],a[4],a[3],a[2],a[1],a[0],a[7]};
		endcase
	end
endmodule
module single_port_ram (
		input wire clk,
		input wire WE,
		input wire [3:0] Addr,
		input wire [7:0] Inp,  
		output wire [7:0] opd  
	);
	reg [7:0] mem [0:15];
	integer i;
	initial begin 
		for (i=0; i<16; i = i+1)
			mem[i] = 8'b00000000;
	end
	always @ (posedge clk) begin
		if (WE)
			mem[Addr] <= Inp;
	end
	assign opd = mem[Addr];  
endmodule
```
**run.sh**
```bash
#!/bin/bash
# OpenROAD 26Q1-2900-gdf79404cd8, Yosys 0.63+post, stock flow scripts
make -C /OpenROAD-flow-scripts/flow DESIGN_CONFIG=/design/flow/config.mk WORK_HOME=/design/flow/orfs finish
```
==> run_results.csv <==
group,metric,value,unit
status,status,"finished clean",
cts,post-cts-setup-buffers,0,
placed_design,place_ws,-0.142,ns
routing,firstDrtPassIters,6,
placed_design,dp_hpwl,6.32,mm
routing,wl,9.68,mm
finish,mi_logic_area,0.00101,mm2
finish,drive_gt1_share,32.8,%
placed_design,place_congestion,0.817,
die,io-pin-count,22,
routing,antenna_left,0,
synth,netlist_instances,222,
power,p_leak,0.00202,uW
synth,avgSynthCellArea,22.1,um2
power,power_density,679,mW/mm2
global_route,grt_pass1_vias,2757,
routing,drc,0,
finish,regArea,0.00384,mm2
worst_setup_path,worstPathRequired,2.40,ns
global_route,antenna_found_initial,0,
finish,utilization,65.1,%
timing,finalCritPeriodShare,96.0,%
routing,diodes,0,
die,die_area,0.0102,mm2
synth,synthTopCellsByArea,"edfxtp_1 (78%), mux4_2 (15%), a22oi_1 (2.4%)",
die,fp_util,52.4,%
die,rows,35,
timing,worstMarginPinSlew,0.615,ns
worst_hold_path,min_from,"Addr[2]",
worst_setup_path,crit_fanout,16,
finish,syn_to_final_growth,24.3,%
finish,layout_top_cells,"edfxtp_1 (128), mux4_2 (32), buf_4 (28)",
worst_setup_path,slowest_stage,"mux4_2",
worst_setup_path,startpoint,"Addr[0]",
worst_setup_path,critPathTopFamily,"buffers and inverters",
cts,root_buffer,"clkbuf_8",
worst_setup_path,startpoint_type,"input pin",
finish,largest_reg_flops,128,
global_route,grt_pass1_wl,15.2,mm
timing,fin_ws,0.121,ns
finish,top_register,"mem",
die,core_area,0.00937,mm2
finish,reg_top3,"mem x128",
flow_run,maxCapViolCount,0,
worst_setup_path,end_kind,"primary output",
worst_setup_path,crit_path_max_incr_delay,0.53,ns
flow_run,warning_count,25,
timing,finalMaxSlewViolations,0,
routing,dr.first_iter.drc_count,134,
cts,cts_buffer_depth,2,
placed_design,portBuffers,21,
routing,vias_per_cell,5.71,
global_route,grt-ovfl-total,0,
synth,top_cell_area_share,78.3,%
synth,yosys_warnings,2,
synth,synth_chip_area,0.00491,mm2
global_route,grt_start_max_net_pins,17,
cts,ctsHoldBuffers,0,
worst_hold_path,hp-class,"input pin to register",
synth,yosys.area.top_type,"edfxtp_1",
timing,layout_min_cycle_time,2.88,ns
die,die_width,101,um
power,ir_worst_vdd,0.443,mV
worst_setup_path,worst-path-buf-inv,3,
timing,clock.fmax,347,MHz
timing,slew_headroom,58.9,%
timing,setup_viol,0,
timing,hold_ws,0.768,ns
synth,ys_cells,222,
cts,cts_max_level,4,
worst_setup_path,path_class,"input pin to primary output",
cts,cts_sinks,128,
synth,syn-cell-area,0.00491,mm2
worst_setup_path,cp.arrival,2.28,ns
timing,tns,0,ns
cts,cts_buffers,17,
die,fp.dieH,101,um
cts,cts_tree,"built",
synth,synth.distinct_cells,17,
timing,hold_violations,0,
synth,synth_seq_share,78.3,%
finish,final_common_cell,"edfxtp_1",
synth,synth_flop_count,128,
cts,clk_pin_slew,0.06,ns
global_route,grt_use_total,23.7,%
timing,rsz0062_at_grt,"no",
worst_setup_path,path_cells,"buf_4 > buf_12 > mux4_2 > a22oi_1 > nand2_1 > clkdlybuf4s50_1",
finish,fillers,649,
routing,wl_per_cell,22.8,um
routing,vias,2428,
cell type report:
cell class / instances / area share (%)
well taps: 129 / 2.65
flip-flops and latches: 128 / 63.0
repair buffers: 53 / 8.59
multi-input cells: 83 / 16.6
clock inverters: 14 / 2.36
clock buffers: 18 / 6.85
report_power, final:
part | internal [uW] | switching, uW
logic | 124 | 115
registers | 2010 | 8.23
clock network | 1180 | 712
worst paths after layout:
path | endpoint | slack, ns | cells past startpoint
hold / removal | mem[1][0]$_DFFE_PP_ | 0.77 | 3
setup / recovery | opd[7] | 0.12 | 6
Yosys cell counts:
| library cell | instances |
|---|---|
| clkbuf_1 | 2 |
| buf_6 | 2 |
| buf_1 | 4 |
| nor2b_1 | 2 |
| mux4_2 | 32 |
| clkbuf_2 | 1 |
| and2_1 | 1 |
| buf_2 | 2 |
| nand3b_1 | 2 |
| or3b_2 | 1 |
| nand2b_1 | 2 |
| nor3_1 | 4 |
| edfxtp_1 | 128 |
| nor2_1 | 13 |
| nand3_1 | 1 |
| a22oi_1 | 16 |
| nand2_1 | 9 |
cells by family after synthesis:
group / share of synthesized area (%)
compound gates: 2.45
mux: 14.7
buf+inv: 1.22
flops: 78.3
simple gates: 3.31
routing by layer:
metal	track usage, %	part of all wire (%)	wire length, um
met1	37.5	39	3790
met5	0	0	0
met3	14.4	12	1130
met4	1.67	0.18	17
met2	34.1	49	4750
repair_timing:
| action | 4_1_cts | 5_1_grt |
|---|---|---|
| cloned | 1 | 0 |
| resized | 3 | 2 |
| endpoints found under the setup margin | 8 | 1 |
stage by stage:
step / area (um2) / total power (uW) / instances
2_1_floorplan: 4910 / 2160 / 222
3_3_place_gp: 5500 / 2280 / 392
3_5_place_dp: 5500 / 2280 / 392
4_1_cts: 6090 / 4170 / 425
5_1_grt: 6100 / 4280 / 425
6_report: 6100 / 4140 / 425
Power figures rest on the tool's default switching activity, not on a simulated workload.
